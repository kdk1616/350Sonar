$ cat design/flow/run.sh
#!/bin/bash
# OpenROAD 26Q1-2900-gdf79404cd8, Yosys 0.63+post, stock flow scripts
make -C /OpenROAD-flow-scripts/flow DESIGN_CONFIG=/design/flow/config.mk WORK_HOME=/design/flow/orfs finish
$ cat design/flow/design.v
module cla_carry_1(Out, Cin, P, G);
    input Cin, P, G;
    output Out;
    wire and1;
    and a(and1, P, Cin);
    or or1(Out, and1, G);
endmodule
module cla_carry_2(Out, Cin, P, G);
    input Cin;
    input[1:0] P, G;
    output Out;
    wire and1, and2;
    and a1(and1, Cin, P[0], P[1]);
    and a2(and2, G[0], P[1]);
    or or1(Out, and1, and2, G[1]);
endmodule
module cla_carry_3(Out, Cin, P, G);
    input Cin;
    input[2:0] P, G;
    output Out;
    wire and1, and2, and3;
    and a1(and1, Cin, P[0], P[1], P[2]);
    and a2(and2, G[0], P[1], P[2]);
    and a3(and3, G[1], P[2]);
    or or1(Out, and1, and2, and3, G[2]);
endmodule
module cla_carry_4(Out, Cin, P, G);
    input Cin;
    input[3:0] P, G;
    output Out;
    wire and1, and2, and3, and4;
    and a1(and1, Cin, P[0], P[1], P[2], P[3]);
    and a2(and2, G[0], P[1], P[2], P[3]);
    and a3(and3, G[1], P[2], P[3]);
    and a4(and4, G[2], P[3]);
    or or1(Out, and1, and2, and3, and4, G[3]);
endmodule
module cla_carry_5(Out, Cin, P, G);
    input Cin;
    input[4:0] P, G;
    output Out;
    wire and1, and2, and3, and4, and5;
    and a1(and1, Cin, P[0], P[1], P[2], P[3], P[4]);
    and a2(and2, G[0], P[1], P[2], P[3], P[4]);
    and a3(and3, G[1], P[2], P[3], P[4]);
    and a4(and4, G[2], P[3], P[4]);
    and a5(and5, G[3], P[4]);
    or or1(Out, and1, and2, and3, and4, and5, G[4]);
endmodule
module cla_carry_6(Out, Cin, P, G);
    input Cin;
    input[5:0] P, G;
    output Out;
    wire and1, and2, and3, and4, and5, and6;
    and a1(and1, Cin, P[0], P[1], P[2], P[3], P[4], P[5]);
    and a2(and2, G[0], P[1], P[2], P[3], P[4], P[5]);
    and a3(and3, G[1], P[2], P[3], P[4], P[5]);
    and a4(and4, G[2], P[3], P[4], P[5]);
    and a5(and5, G[3], P[4], P[5]);
    and a6(and6, G[4], P[5]);
    or or1(Out, and1, and2, and3, and4, and5, and6, G[5]);
endmodule
module cla_carry_7(Out, Cin, P, G);
    input Cin;
    input[6:0] P, G;
    output Out;
    wire and1, and2, and3, and4, and5, and6, and7;
    and a1(and1, Cin, P[0], P[1], P[2], P[3], P[4], P[5], P[6]);
    and a2(and2, G[0], P[1], P[2], P[3], P[4], P[5], P[6]);
    and a3(and3, G[1], P[2], P[3], P[4], P[5], P[6]);
    and a4(and4, G[2], P[3], P[4], P[5], P[6]);
    and a5(and5, G[3], P[4], P[5], P[6]);
    and a6(and6, G[4], P[5], P[6]);
    and a7(and7, G[5], P[6]);
    or or1(Out, and1, and2, and3, and4, and5, and6, and7, G[6]);
endmodule
module and_8(Out, A, B);
    input[7:0] A, B;
    output[7:0] Out;
    and and1(Out[0], A[0], B[0]);
    and and2(Out[1], A[1], B[1]);
    and and3(Out[2], A[2], B[2]);
    and and4(Out[3], A[3], B[3]);
    and and5(Out[4], A[4], B[4]);
    and and6(Out[5], A[5], B[5]);
    and and7(Out[6], A[6], B[6]);
    and and8(Out[7], A[7], B[7]);
endmodule
module or_8(Out, A, B);
    input[7:0] A, B;
    output[7:0] Out;
    or or1(Out[0], A[0], B[0]);
    or or2(Out[1], A[1], B[1]);
    or or3(Out[2], A[2], B[2]);
    or or4(Out[3], A[3], B[3]);
    or or5(Out[4], A[4], B[4]);
    or or6(Out[5], A[5], B[5]);
    or or7(Out[6], A[6], B[6]);
    or or8(Out[7], A[7], B[7]);
endmodule
module cla_gen_p(Out, Ps);
    input[7:0] Ps;
    output Out;
    and a(Out, Ps[0], Ps[1], Ps[2], Ps[3], Ps[4], Ps[5], Ps[6], Ps[7]);
endmodule
module cla_gen_g(Out, Gs, Ps);
    input[7:0] Gs, Ps;
    output Out;
    wire w1, w2, w3, w4, w5, w6, w7;
    and a0(w1, Gs[0], Ps[1], Ps[2], Ps[3], Ps[4], Ps[5], Ps[6], Ps[7]);
    and a1(w2, Gs[1], Ps[2], Ps[3], Ps[4], Ps[5], Ps[6], Ps[7]);
    and a2(w3, Gs[2], Ps[3], Ps[4], Ps[5], Ps[6], Ps[7]);
    and a3(w4, Gs[3], Ps[4], Ps[5], Ps[6], Ps[7]);
    and a4(w5, Gs[4], Ps[5], Ps[6], Ps[7]);
    and a5(w6, Gs[5], Ps[6], Ps[7]);
    and a6(w7, Gs[6], Ps[7]);
    or o(Out, w1, w2, w3, w4, w5, w6, w7, Gs[7]);
endmodule
module cla_block(S, G, P, X, Y, Cin);
    input[7:0] X, Y;
    input Cin;
    output[7:0] S;
    output G, P;
    wire[7:0] C, G_bits, P_bits;
    and_8 gand(G_bits, X, Y);
    or_8 por(P_bits, X, Y);
    assign C[0] = Cin;
    cla_carry_1 c1(C[1], Cin, P_bits[0], G_bits[0]);
    cla_carry_2 c2(C[2], Cin, P_bits[1:0], G_bits[1:0]);
    cla_carry_3 c3(C[3], Cin, P_bits[2:0], G_bits[2:0]);
    cla_carry_4 c4(C[4], Cin, P_bits[3:0], G_bits[3:0]);
    cla_carry_5 c5(C[5], Cin, P_bits[4:0], G_bits[4:0]);
    cla_carry_6 c6(C[6], Cin, P_bits[5:0], G_bits[5:0]);
    cla_carry_7 c7(C[7], Cin, P_bits[6:0], G_bits[6:0]);
    cla_gen_p p_(P, P_bits);
    cla_gen_g g_(G, G_bits, P_bits);
    xor x0(S[0], C[0], X[0], Y[0]);
    xor x1(S[1], C[1], X[1], Y[1]);
    xor x2(S[2], C[2], X[2], Y[2]);
    xor x3(S[3], C[3], X[3], Y[3]);
    xor x4(S[4], C[4], X[4], Y[4]);
    xor x5(S[5], C[5], X[5], Y[5]);
    xor x6(S[6], C[6], X[6], Y[6]);
    xor x7(S[7], C[7], X[7], Y[7]);
endmodule
module cla_gen_c(Out, G, P, C);
    input G, P, C;
    output Out;
    wire a;
    and a1(a, P, C);
    or o(Out, a, G);
endmodule
module cla_adder(S, Cout, X, Y, Cin);
    input [31:0] X, Y;
    input Cin;
    output [31:0] S;
    output Cout;
    wire[7:0] Gs;
    wire[7:0] Ps;
    wire[2:0] Cs;
    cla_block b1(S[7:0], Gs[0], Ps[0], X[7:0], Y[7:0], Cin);
    cla_gen_c gc0(Cs[0], Gs[0], Ps[0], Cin);
    cla_block b2(S[15:8], Gs[1], Ps[1], X[15:8], Y[15:8], Cs[0]);
    cla_gen_c gc1(Cs[1], Gs[1], Ps[1], Cs[0]);
    cla_block b3(S[23:16], Gs[2], Ps[2], X[23:16], Y[23:16], Cs[1]);
    cla_gen_c gc2(Cs[2], Gs[2], Ps[2], Cs[1]);
    cla_block b4(S[31:24], Gs[3], Ps[3], X[31:24], Y[31:24], Cs[2]);
    cla_gen_c gc3(Cout, Gs[3], Ps[3], Cs[2]);
endmodule
module add_sub(S, X, Y, doSub);
    input [31:0] X, Y;
    input doSub;
    output [31:0] S;
    wire[31:0] Y2;
    genvar c;
    generate
        for(c=0; c<32; c=c+1) begin: loop1
            xor x(Y2[c], Y[c], doSub);
        end
    endgenerate
    wire Cout;
    cla_adder c1(S, Cout, X, Y2, doSub);
endmodule
$ cat design/flow/config.mk
export PLATFORM = sky130hd
export DESIGN_NAME = add_sub
export DESIGN_NICKNAME = add_sub
export VERILOG_FILES = /design/flow/design.v
export SDC_FILE = /design/flow/constraint.sdc
export NUM_CORES = 4
export LEC_CHECK = 1
export CORE_AREA = 10 10 111 111
export DIE_AREA = 0 0 121 121
$ cat design/flow/constraint.sdc
current_design add_sub

set clk_period 8.8
set clk_io_pct 0.2

create_clock -name clk0 -period $clk_period

set non_clock_inputs [all_inputs -no_clocks]
set_input_delay [expr $clk_period * $clk_io_pct] -clock clk0 $non_clock_inputs
set_output_delay [expr $clk_period * $clk_io_pct] -clock clk0 [all_outputs]
==> changes_impl.md <==
### Physical design

* Post-CTS sizing at 0
* Post-synth top area share at 17.6%
* Post-Syn Instances at 385
* Worst path cell trace: clkdlybuf4s50_1, inv_1, and3_1, o41ai_2, nand4_1, o2111a_1, or3_1, a21o_2, o211ai_1, o21ai_1, maj3_2, mux2i_1, xnor2_1, clkdlybuf4s50_1
* Antenna viol nets, final at 0
* Critical Path Source Type: input port
* Top cells by count, synth: xnor2_1 (53), nand2_1 (29), xor2_1 (29)
* N_diodes at 0
* Unrepaired setup endpoints after global routing: no
* TNS Setup at 0 ps
* Yosys Chip Area at between 2000 and 3000 sq um
* Flops at 0
* Ys cells at 385
* GRT Total Usage at 10.1%
* Initial DRC count at 118
* WP depth at 14
* I/O pin count at slightly below 100
* Place WS at 991 ps
* Register area at 0 sq um
* Synth area leader: xnor2_1
* DRC at 0
* Initial antenna violation count at 0
* Initial core utilization at 26.8%
* WP buf/inv at 3
* Setup bufs post-CTS at 0
* Max Slew Vio Count at 0
* Fin worst setup slack at 1020 ps
* Hold depth at 5
* Count leader, synth: xnor2_1
* Final Hold Fails at 0
* Slew headroom at approximately two thirds
* Final RePlAce weighted congestion at just under 0.9
* PortBufs at about 97
* Pin count of the biggest net entering global routing at 39
* Final min period at slightly below 8000 ps
* Period utilization at 88.4%
* Pleak at 1.35 nW
* Detailed-route via count at 2877
* Yosys warnings at 0
* Max-cap viol count at 0
* First-pass GRT wire length at 12700 um
* Rows at 36
* Vias in the first global route at 2618
* Tool warning count at 32
* Status: complete, no violations
* Pwr Density at ~85 nW/um^2
* CP max stage cell: clkdlybuf4s50_1
* Distinct lib cells at 67
* Syn_area_per_cell at 6.86 sq um
* Core area at 9860 sq um
* Clkbuf count at 0
* Die width at 121 um
* Hold buffer count at CTS at 0
* Max Fclk at 0.128 GHz
* Hold Path Class: input port to primary output
* Seq share, synth at 0%
* Die Size at 14600 sq um
* Crit-path most repeated cell: clkdlybuf4s50_1
* Least-Margin Pin Slew at 505 ps
* Routed length per instance at between 10 and 15 um
* Req. time, crit path at between 7000 and 8000 ps
* Worst vdd ir at 34.5 uV
* Total congestion overflow at 0
* Die height at 121 um
* 1st-pass router iterations at 4
* CP Max Fanout at 11
* Syn-to-layout area delta at 39.4%
* Vias per cell at 4.83
* Netlist area before placement at 2640 sq um
* Crit path kind: input port to primary output
* Crit path max-delay family: AND-OR/OR-AND gates
* WP data arrival at 6020 ps
* Crit end category: primary output
* Final WL at 7870 um
* Top cells by area, synth: xnor2_1 (18%), xor2_1 (9.6%), o21ai_0 (4.9%), maj3_1 (4.2%), nand2_1 (4.1%)
* Layout cells sized above 1 at about 5.0%
* DP HPWL at 6470 um
* Critical Path Max Stage Delay at 580 ps
* Setup violators final at 0
-- stage by stage --
step / instances / power, mW / util (%) / hold slack, ps / instance area (sq um)
after floorplan: 385 / 0.164 / - / 3550 / 2640
after global placement: 596 / 0.314 / 37.3 / 4370 / 3680
after detailed placement: 596 / 0.316 / 37.3 / 4360 / 3680
after CTS: 596 / 0.318 / 37.3 / 4370 / 3680
after global routing: 596 / 0.347 / 37.3 / 4450 / 3680
final: 596 / 0.312 / 37.3 / 4360 / 3680
-- power by group --
part,switching [mW],internal (mW)
clock network,0,0
registers,0,0
logic,0.128,0.184
total,0.128,0.184
-- logic make-up after synthesis --
logic type      Yosys count  share of synthesized area [%]
buf+inv                  45                           7.58
fa+ha+maj                16                           7.30
mux                       4                           1.52
compound gates          129                           35.3
simple gates            109                           21.1
xor+xnor                 82                           27.2
-- layout by cell type, fill, tap and decap left out, types with 4 or more instances in the layout --
cell | synthesis | final
a211oi_1 | 6 | 6
o22ai_1 | 17 | 17
a22oi_1 | 5 | 5
xor2_1 | 29 | 29
maj3_1 | 11 | 11
nand2_1 | 29 | 29
nor2b_1 | 7 | 7
a21oi_1 | 20 | 20
nor3_1 | 8 | 8
inv_1 | 22 | 22
xnor2_1 | 53 | 53
nand2b_1 | 15 | 15
o21a_1 | 4 | 4
and3_1 | 8 | 8
nand3_1 | 5 | 5
mux2i_1 | 4 | 4
o21ai_0 | 26 | 26
a31oi_1 | 9 | 9
nor2_1 | 22 | 22
clkdlybuf4s50_1 | 0 | 96
-- final cells by class --
class	instances	area [sq um]
timing repair buffer	100	988
multi-input combinational	340	2440
tap	133	166
fill	974	6180
inverter	23	86.3
-- tightest hold or removal path: stages --
cell             delay [ps]
buf_2                   210
nand2_1                  70
o21ai_0                  80
xnor2_1                  70
clkdlybuf4s50_1         400
-- path summary, 6_finish.rpt --
path | slack [ps] | endpoint | start
max | 1020 | S[23] | Y[2]
min | 4360 | S[3] | doSub
-- per-layer routing --
layer	share of wire [%]	GRT usage, %	up-vias
li1	-	-	1543
met1	50	14.7	1252
met2	43	16.0	82
met3	7.2	2.03	0
met4	0	0.226	0
met5	0	0	-
No activity file was given, so power comes from the tool's default toggle rates.
